**design/flow/config.mk**
```make
export PLATFORM = sky130hd
export DESIGN_NAME = GC_PollGen
export DESIGN_NICKNAME = GC_PollGen
export VERILOG_FILES = /design/flow/design.v
export SDC_FILE = /design/flow/constraint.sdc
export NUM_CORES = 4
export LEC_CHECK = 1
export CORE_AREA = 10 10 104 104
export DIE_AREA = 0 0 114 114
```
**design/flow/constraint.sdc**
```tcl
current_design GC_PollGen

set clk_period 3.0
set clk_io_pct 0.2

create_clock -name clk0 -period $clk_period [get_ports {clk}]

set non_clock_inputs [all_inputs -no_clocks]
set_input_delay [expr $clk_period * $clk_io_pct] -clock clk0 $non_clock_inputs
set_output_delay [expr $clk_period * $clk_io_pct] -clock clk0 [all_outputs]
```
**design/flow/design.v**
```verilog
module GC_PollGen ( input clk , input ready , input oktosend , 
    output reg GC_poll , output reg GC_enable , input RUMBLE , input [2:0] connection_type
);
	reg [99:0] Data    = 100'b0001_0111_0001_0001_0001_0001_0001_0001_0001_0001_0001_0001_0001_0001_0111_0111_0001_0001_0001_0001_0001_0001_0001_0001_0111;
	parameter bits = 8; 
    parameter delay = 511;
	reg [bits:0] bit_counter = delay; 
	reg [6:0] clk_counter = 0; reg [6:0] readycnt;
always @ ( posedge clk ) begin  
    if ( connection_type == 1 ) begin
        Data[99:0] <= 100'b1111_1111_1111_1111_1111_1111_1111_1111_1111_1111_1111_1111_1111_1111_1111_1111_0001_0111_0001_0001_0001_0001_0001_0111_0111;  
    end
    else if ( connection_type == 0 ) begin
        Data[99:0] <= 100'b1111_1111_1111_1111_1111_1111_1111_1111_1111_1111_1111_1111_1111_1111_1111_1111_0001_0001_0001_0001_0001_0001_0001_0001_0111;  
    end
    else begin
        Data[99:0] <= 100'b0001_0111_0001_0001_0001_0001_0001_0001_0001_0001_0001_0001_0001_0001_0111_0111_0001_0001_0001_0001_0001_0001_0001_0001_0111;
    end
    if ( ready ) begin       
        readycnt <= 0;
        clk_counter <= 0;
        bit_counter <= delay;
    end
    else begin
        if ( oktosend ) begin
            readycnt <= readycnt + 1'b1;
        end
        if ( readycnt > 50 ) begin 
            readycnt <= 121;
            clk_counter <= clk_counter + 1'b1;
            if ( clk_counter == 78 ) begin 
                clk_counter <= 0;
                if ( bit_counter == 0 ) begin
                    GC_enable <= 1;         
                    bit_counter <= delay;
                end
                else if ( bit_counter < 100 && bit_counter > 0 ) begin
                    GC_enable <= 0;
                    if ( (bit_counter == 5 || bit_counter == 6) && connection_type == 3'b010 ) begin
                        GC_poll <= RUMBLE;
                    end
                    else begin
                        GC_poll <= Data[bit_counter];                        
                    end
                    bit_counter <= bit_counter - 1'b1;
                end
                else begin
                    GC_enable <= 1;
                    bit_counter <= bit_counter - 1'b1;
                end
            end
        end
    end
end
endmodule
```
**design/flow/run.sh**
```bash
#!/bin/bash
# OpenROAD 26Q1-2900-gdf79404cd8, Yosys 0.63+post, stock flow scripts
make -C /OpenROAD-flow-scripts/flow DESIGN_CONFIG=/design/flow/config.mk WORK_HOME=/design/flow/orfs finish
```
==> run summary <==
Notes on the flow run.

- The minimum clock period after layout is 2240 ps, for reference.
- 0 antenna diodes ended up in the layout.
- 9 I/O pins were placed.
- The final max-slew violation count is 0, for reference.
- The final cycle utilization of the critical path is 74.6%, for reference.
- Hold-check failures listed in the final report amount to 0.
- The most critical min-delay path falls under reg2reg.
- The endpoint of the worst hold path is clk_counter[1], for reference.
- The report puts the hold buffer count at CTS at 0.
- Registers take 561 um2.
- The detail-routed net length per standard cell is 10.0 um, for reference.
- The number of clock sinks seen by CTS is 27, for reference.
- Grouping stages by cell kind, the critical path spends the most delay in simple AND/OR/NAND/NOR gates.
- The synthesized netlist contains 47 unique library cells.
- STA classifies the critical path startpoint as a flop.
- For this run the aggregate overflow at the end of global routing stands at 0.
- The number of antenna violations at the first check in global routing is 0, for reference.
- Per the timing report, the achievable frequency comes out to 447 MHz.
- The clock transition at the register clock pins on the worst setup and hold paths after CTS is 110 ps, for reference.
- After the first detailed-routing iteration, the DRC count stood at 96.
- The report shows a maximum critical-path fanout of 7.
- The post-route DRC violation count is 0, for reference.
- The worst setup path is captured at a flop.
- The area taken by multi-input combinational cells is reported as 890 um2.
- The clock skew after layout is 9.23 ps, for reference.
- For the pin with the worst max-slew slack, the measured transition is 765 ps.
- The relative slew slack is 48.6%, for reference.
- The die span in y is 114 um, for reference.
- Looking at hold timing, the worst path starts from clk_counter[1].
- The flow reported a cell area power density of 358 mW/mm2.
- The weighted congestion at the end of routability-driven global placement is 0.832, for reference.
- TritonCTS built the clock tree.
- The timing report gives the worst reg2reg path a setup slack of 760 ps.
- Per the OpenROAD floorplan log, the width of the die is 114 um.
- The capture point of the worst register-to-register path is recorded as bit_counter[2].
- According to the dpl log, the detail-placed design has an HPWL of 2.10 mm.
- The first global-routing pass estimated 5.15 mm of wire.
- The sequential fraction of the synthesis area is 36.3%, for reference.
- Setup repair after global routing left no endpoint under its margin.
- The via count of the first global-routing pass is 1098, for reference.
- The post-synthesis cell count is 177, for reference.
- The initialized floorplan defines 34 standard-cell rows.
- For the final routed database, the setup TNS stands at 0 ps.
- In the global route stage, overall resource usage came out at 4.53%.
- The worst register-to-register path depth is 7.
- Across all hold checks on the routed design, the worst slack comes to 504 ps.
- The synthesis-to-finish area growth is 13.1%, for reference.
- The area of the mapped netlist is 0.00154 mm2, for reference.
- The first TritonRoute pass finished after 4 iterations.
- The tool flagged a number of max-cap violations equal to 0.
- The tree is rooted in a sky130_fd_sc_hd__clkbuf_8.
- The synthesized flop and latch total is 27, for reference.
- The share of flip-flops with an asynchronous set or reset is 0%, for reference.
- According to the timing report, the arrival time at the worst endpoint equals 2450 ps.
- The number of logged tool warnings is 31, for reference.
- The synthesis area per yosys is 0.00154 mm2, for reference.
- The maximum clock path buffer count is 2, for reference.
- The buffers plus inverters on the worst setup path is 1, for reference.
- The startpoint-to-endpoint class of the critical path is reg2reg, for reference.
- Before placement the cells fill 17.8% of the core.
- The number of vias per cell after detailed routing is 4.16, for reference.
- The leakage power is 0.656 nW, for reference.
- The total setup buffers inserted after CTS is 0, for reference.
- The worst VDD IR drop from the latest analysis is 199 uV.
- The number of instances on the worst hold path is 2, for reference.
- The report lists the cells along the critical path as inv_1, ha_1, or3b_4, or4_4, nor3_4, nor3b_1, o21bai_1.
- The maximum number of pins on one net before global-route repair is 19, for reference.
- The total area inside the core boundary comes to 0.00868 mm2.
- The average instance in the mapped netlist occupies 8.72 um2.
- The delay contributed by the slowest stage of the critical path is 460 ps, for reference.
- The yosys stat cell total is 177, for reference.
- The count of nets left with antenna violations once routing finished came out at 0.
- The die covers 0.0130 mm2.
- The total number of vias is 1199, for reference.
- The number of buffers inserted during clock tree synthesis is 3, for reference.
- On the critical path, the stage with the largest delay is an instance of sky130_fd_sc_hd__or4_4.
- The most used flip-flop cell after synthesis is sky130_fd_sc_hd__dfxtp_1, for reference.
- In this run, synthesis inferred 2 flip-flops with an integrated enable.
- The run finished with clean final reports.
- Looking at the clock tree report, the H-tree level count equals 1.
- The startpoint of the lowest-slack register-to-register path is bit_counter[0], for reference.
- For this run, the number of Yosys warnings is 1.
- Setup violations remaining at the end of the flow were counted as 0.
- The required time at the worst endpoint is listed as 3210 ps.
- In this run, post-CTS repair resized a total of 0 instances.
- The number of filler instances in the final layout is 957, for reference.
- As logged by OpenROAD, the buffers inserted on ports number 8.
- Clock latency on the worst-skew pair, taken at its later pin, is 280 ps.
- The routed wire length is 2.89 mm, for reference.
- The ratio of cells with drive above 1 in the final layout is 7.78%, for reference.
[logic make-up (layout without fill, tap and decap cells)]
| group | after synthesis | in the layout | share of synthesized area [%] |
|---|---|---|---|
| AND-OR/OR-AND | 35 | 35 | 14.9 |
| buffers and inverters | 16 | 19 | 6.00 |
| flip-flops | 27 | 27 | 36.3 |
| AND/OR/NAND/NOR | 73 | 73 | 25.3 |
| XOR/XNOR | 13 | 13 | 7.38 |
| multiplexers | 2 | 2 | 1.30 |
| adder cells (fa/ha/maj) | 11 | 11 | 8.76 |
[stage by stage]
stage          instances  total power, W  cell area [um2]  utilization, %  worst slack, ps
2_1_floorplan        177        0.000393             1540               -              986
4_1_cts              288        0.000636             1750            20.1              748
3_3_place_gp         284        0.000407             1700            19.5              774
5_1_grt              288        0.000652             1750            20.1              600
3_5_place_dp         284        0.000407             1700            19.5              764
6_report             288        0.000624             1750            20.1              761
[registers in the layout (all words and copies together), names as in the netlist]
| name | count |
|---|---|
| bit_counter | 9 |
| GC_poll | 1 |
| readycnt | 7 |
| Data | 2 |
| clk_counter | 7 |
| GC_enable | 1 |
[worst max-delay path by stage]
stage	start	to	slack [ps]	depth (start not counted)
4_1_cts	bit_counter[0]	bit_counter[2]	750	7
5_1_grt	bit_counter[0]	bit_counter[2]	600	7
6_report	bit_counter[0]	bit_counter[2]	760	7
[cell usage after synthesis (2+ instances only)]
master,instances,area share [%]
sky130_fd_sc_hd__a21oi_1,9,2.9
sky130_fd_sc_hd__a21oi_2,3,1.7
sky130_fd_sc_hd__and2_1,2,0.81
sky130_fd_sc_hd__and4b_1,2,1.3
sky130_fd_sc_hd__buf_2,2,0.65
sky130_fd_sc_hd__buf_4,4,1.9
sky130_fd_sc_hd__buf_6,2,1.5
sky130_fd_sc_hd__clkbuf_1,2,0.49
sky130_fd_sc_hd__dfxtp_1,25,32
sky130_fd_sc_hd__edfxtp_1,2,3.9
sky130_fd_sc_hd__ha_1,10,8.1
sky130_fd_sc_hd__inv_1,6,1.5
sky130_fd_sc_hd__mux2i_1,2,1.3
sky130_fd_sc_hd__nand2_1,11,2.7
sky130_fd_sc_hd__nand2b_1,2,0.81
sky130_fd_sc_hd__nand3_1,3,0.97
sky130_fd_sc_hd__nand4_1,2,0.81
sky130_fd_sc_hd__nor2_1,25,6.1
sky130_fd_sc_hd__nor2b_1,3,1.2
sky130_fd_sc_hd__nor3_1,9,2.9
sky130_fd_sc_hd__nor4_1,3,1.2
sky130_fd_sc_hd__o2111ai_1,3,1.7
sky130_fd_sc_hd__o21ai_0,5,1.6
sky130_fd_sc_hd__o21ai_1,4,1.3
sky130_fd_sc_hd__o21bai_1,2,0.97
sky130_fd_sc_hd__o22ai_1,2,0.81
sky130_fd_sc_hd__xnor2_1,4,2.3
sky130_fd_sc_hd__xor2_1,9,5.1
[routing by layer]
metal	vias to the layer above	GRT usage (%)	share of wire (%)
met3	2	1.33	5.2
met1	549	6.61	53
met4	0	0.418	0.97
met2	22	6.72	41
met5	-	0	0
li1	626	-	-
[cells in the final DEF (no fill, tap or decap), types with 3 or more instances in the layout]
cell                               n
sky130_fd_sc_hd__xnor2_1           4
sky130_fd_sc_hd__inv_1             6
sky130_fd_sc_hd__xor2_1            9
sky130_fd_sc_hd__nor2b_1           3
sky130_fd_sc_hd__o21ai_1           4
sky130_fd_sc_hd__nand2_1          11
sky130_fd_sc_hd__a21oi_2           3
sky130_fd_sc_hd__nor2_1           25
sky130_fd_sc_hd__o21ai_0           5
sky130_fd_sc_hd__ha_1             10
sky130_fd_sc_hd__nand3_1           3
sky130_fd_sc_hd__o2111ai_1         3
sky130_fd_sc_hd__clkbuf_8          3
sky130_fd_sc_hd__a21oi_1           9
sky130_fd_sc_hd__dfxtp_1          25
sky130_fd_sc_hd__nor4_1            3
sky130_fd_sc_hd__clkdlybuf4s50_1   8
sky130_fd_sc_hd__nor3_1            9
[worst min-delay path, delay by kind of cell, from the launching register on]
| family | cells | cell delay [ps] |
|---|---|---|
| AND-OR/OR-AND | 1 | 50 |
| flip-flops | 1 | 350 |
| AND/OR/NAND/NOR | 1 | 60 |
[report_power, final]
group | total (W) | switching [W] | internal, W
sequential | 0.000371 | 0.00000440 | 0.000366
combinational | 0.0000286 | 0.0000134 | 0.0000152
clock | 0.000225 | 0.000127 | 0.0000977
[final cells by class]
| cell class | instances | share of cell area (%) |
|---|---|---|
| clock buffer | 3 | 2.37 |
| timing repair buffer | 9 | 5.02 |
| multi-input combinational | 134 | 51.0 |
| tap | 108 | 7.74 |
| inverter | 6 | 1.29 |
| clock inverter | 1 | 0.502 |
| sequential | 27 | 32.1 |
Power and IR drop assume default switching activity.
